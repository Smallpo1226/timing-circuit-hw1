===== /design/flow/run.sh =====
#!/bin/bash
# OpenROAD 26Q1-2900-gdf79404cd8, Yosys 0.63+post, stock flow scripts
make -C /OpenROAD-flow-scripts/flow DESIGN_CONFIG=/design/flow/config.mk WORK_HOME=/design/flow/orfs finish

===== /design/flow/config.mk =====
export PLATFORM = sky130hd
export DESIGN_NAME = functional_unit
export DESIGN_NICKNAME = functional_unit
export VERILOG_FILES = /design/flow/design.v
export SDC_FILE = /design/flow/constraint.sdc
export NUM_CORES = 4
export LEC_CHECK = 1
export CORE_UTILIZATION = 30

===== /design/flow/constraint.sdc =====
current_design functional_unit

set clk_period 22.8
set clk_io_pct 0.2

create_clock -name clk0 -period $clk_period [get_ports {clk}]

set non_clock_inputs [all_inputs -no_clocks]
set_input_delay [expr $clk_period * $clk_io_pct] -clock clk0 $non_clock_inputs
set_output_delay [expr $clk_period * $clk_io_pct] -clock clk0 [all_outputs]

===== /design/flow/design.v =====
module functional_unit(
    input[9:0] y_input,
    input clk,
    input start,
    input rst_n,
    output reg [1:0] state,
    output reg [7:0] x_guess,
    output reg done
    );
    reg [1:0] next_state;  
    reg [7:0] lower, upper, mid;
    reg [7:0] next_lower, next_upper;
    reg [7:0] x_guess_next;
    reg [9:0] diff, update_diff, last_comp;
    reg [9:0] func;
    parameter [1:0] IDLE=0;
    parameter [1:0] CALC=1;
    parameter [1:0] FINISH=2;
    always@(posedge clk) begin
        if (~rst_n) begin
            lower<=8'd0;
            upper<=8'd255;
            state<=IDLE;
            x_guess<=8'd0;
        end else begin
            upper<=next_upper;
            lower<=next_lower;
            state<=next_state;
            x_guess<=x_guess_next;
        end
    end
    always @(*) begin
        done=1'b0;
        next_state=state;
        next_upper=upper;
        next_lower=lower;
        x_guess_next=x_guess;
        case (state) 
            IDLE: begin
                if (start) begin
                    next_state=CALC;
                end
            end
            CALC: begin
                if (lower<upper) begin
                    next_state=CALC;
                    mid=(lower+upper)/2;
                    func=(24*mid+3000)/10;
                    update_diff=(func-y_input)>=0?(func-y_input):(y_input-func);
                    diff=((24*x_guess+3000)/10-y_input)>=0?((24*x_guess+3000)/10-y_input):(y_input-(24*x_guess+3000)/10);
                    if (update_diff<diff) begin
                        x_guess_next=mid;
                    end else begin 
                        x_guess_next=x_guess;
                    end
                    if (func<y_input) begin
                        next_lower=mid+1;
                    end else begin
                        next_upper=mid-1;
                    end
                end
                else if (lower==upper) begin
                    next_state=FINISH;
                    x_guess_next=lower;
                end
                else begin
                    next_state=FINISH;
                    func=(24*x_guess+3000)/10;
                    if (func>y_input) begin
                        last_comp=(24*(x_guess-1)+3000)/10;
                        update_diff=y_input-last_comp;
                        diff=func-y_input;
                        if (update_diff<diff) begin
                            x_guess_next=x_guess-1;
                        end else begin
                            x_guess_next=x_guess;
                        end
                    end
                    else if (func<y_input) begin
                        last_comp=(24*(x_guess+1)+3000)/10;
                        update_diff=last_comp-y_input;
                        diff=y_input-func;
                        if (update_diff<diff) begin
                            x_guess_next=x_guess+1;
                        end else begin
                            x_guess_next=x_guess;
                        end
                    end
                    else begin
                        x_guess_next=x_guess;
                    end
                end
            end
            FINISH: begin
                done=1'b1;
                next_state=IDLE;
                x_guess_next=8'd0;
                next_lower=8'd0;
                next_upper=8'd255;
            end
        endcase
    end
endmodule

==> flow_summary_export.csv <==
group,metric,value,unit
drt,ant_nets,0,
synth,ys_types,125,
global_routing,overflow,0,
setup_path,cpMaxStageDelayCell,"o311ai_2",
global_routing,grt_use_met1,26.9,%
outcome,status,"completed",
setup_path,critPathMaxStageDelay,730,ps
synth,syn_area_per_cell,6.91,sq um
clock_tree,cts_tree,"done",
final_timing,fin_crit_sh,70.4,%
final_timing,layout_min_cycle_time,16050,ps
drt,drt_first_iter_violations,1526,
drt,insertedDiodeCount,0,
clock_tree,cts_htree_levels,1,
global_routing,grtUsageMet2,28.7,%
synth,yosysChipArea,16600,sq um
min_path,hold_class,"flip-flop to flip-flop",
global_routing,grt_use_total,18.2,%
clock_tree,cts_buffer_depth,2,
synth,synthCells,2405,
synth,ys_warn_count,1,
setup_path,reg2reg_depth,59,
final_timing,slew_headroom,34.6,%
floorplan,die_w,237,microns
final_timing,tightest_slew,972,ps
final_timing,setup-tns-final,0,ps
final_timing,fmax,62.3,MHz
final_timing,drv_slew,0,
placement,gp_congestion,0.974,
synth,ys_seq_share,3.13,%
drt,via_count,17849,
floorplan,initCoreUtil,30.6,%
floorplan,num_io_pins,24,
drt,drc_errors,0,
synth,ys_async_sr_fraction,0,%
clock_tree,clock_latency,260,ps
placement,place_inst,3059,
synth,syn_area,16600,sq um
drt,wl_per_cell,16.8,microns
cells_and_area,utilization,32.5,%
placement,dp_slack,7000,ps
global_routing,grt_util_met3,1.74,%
clock_tree,cts_resized,0,
setup_path,cp_data_required_time,22990,ps
final_timing,worst_clock_skew,6.73,ps
setup_path,start_kind,"flip-flop",
final_timing,hold_viol,0,
cells_and_area,fillers,5849,
final_timing,finalSetupViolations,0,
setup_path,cp_top_family,"simple AND/OR/NAND/NOR gates",
synth,yosysTopAreaCell,"ha_1",
global_routing,grt_pass1_wl,85000,microns
placement,io_buffers,23,
min_path,hold_end,"upper[5]",
setup_path,cp.buffers_inverters,5,
global_routing,grt_pass1_vias,16164,
global_routing,antenna_found_initial,0,
drt,vias_per_cell,5.83,
clock_tree,cts_hold_buf,0,
synth,top_cell_area_share,12.2,%
cells_and_area,flop_area,522,sq um
min_path,min_from,"upper[5]",
synth,edf_count,0,
synth,ys_cells,2405,
global_routing,grt_max_degree,27,
drt,drt_wl_total,51600,microns
drt,drtPass1Iterations,5,
synth,ys.flops,26,
final_timing,rsz0062_at_grt,"false",
synth,synthTopCellsByArea,"ha_1 12%, xnor2_1 7.1%, a21oi_1 5.1%, nand2_1 4.8%, nor2_1 4.6%",
min_path,min_path_cells,2,
setup_path,regToRegSetupSlack,6750,ps
clock_tree,clkSinkCount,26,
synth,common_cells,"214 x nand2_1, 202 x nor2_1, 168 x a21oi_1",
setup_path,critPathKind,"flip-flop to flip-flop",
clock_tree,post_cts_buffers,0,
final_timing,timing.final.ws_setup,6750,ps
setup_path,timing.rr.start,"x_guess[1]",
clock_tree,cts_buffers,3,
setup_path,crit_path_end_kind,"flip-flop",
cells_and_area,final_cells,3063,
floorplan,die_area,56300,sq um
placement,dp_hpwl,41300,microns
clock_tree,clkSlewWorstSetupHoldPaths,70,ps
clock_tree,root_buffer,"clkbuf_16",
cells_and_area,comb_area,15200,sq um
setup_path,r2r-end,"x_guess[5]",
setup_path,crit_path_frequent_cell,"ha_1",
setup_path,crit_fanout,19,
floorplan,die-height,237,microns
flow_run,drv_cap,0,
global_routing,grt-busiest-layer,"met2",
flow_run,log.warning_count,75,
cells_and_area,drive_above_1_share,6.76,%
synth,ff_type,"dfxtp_1",
cells_and_area,area_growth,6.25,%
synth,synth_top_cell_by_count,"nand2_1",
floorplan,coreArea,54200,sq um
setup_path,arrival,16240,ps
floorplan,fp-row-count,85,
==> state kept, by name (all words and copies together), names as in the netlist <==
signal,flops
lower,8
upper,8
x_guess,8
state,2
==> kinds of logic (layout without fill, tap and decap cells) <==
| kind of cell | Yosys count | after routing | synth area share, % |
|---|---|---|---|
| AND/OR/NAND/NOR | 888 | 888 | 27.1 |
| AND-OR/OR-AND | 858 | 858 | 37.2 |
| buffers and inverters | 210 | 172 | 5.27 |
| XOR/XNOR | 201 | 201 | 10.7 |
| adder cells (fa/ha/maj) | 179 | 179 | 13.8 |
| multiplexers | 43 | 43 | 2.82 |
| flip-flops | 26 | 26 | 3.13 |
==> placed cells by master (no fill, tap or decap), types with 30 or more instances in the layout <==
| cell | netlist | routed |
|---|---|---|
| nor2_1 | 202 | 202 |
| a21oi_1 | 168 | 168 |
| nor2b_1 | 39 | 39 |
| a21o_1 | 68 | 68 |
| buf_4 | 7 | 41 |
| o21ai_0 | 139 | 139 |
| a31oi_1 | 44 | 44 |
| nor3_1 | 84 | 84 |
| nand3_1 | 85 | 85 |
| o211ai_1 | 41 | 41 |
| nand2b_1 | 35 | 35 |
| ha_1 | 162 | 162 |
| nand2_1 | 214 | 214 |
| and3_1 | 30 | 30 |
| inv_1 | 96 | 96 |
| a211oi_1 | 31 | 31 |
| xor2_1 | 63 | 63 |
| xnor2_1 | 135 | 135 |
| nand4_1 | 35 | 35 |
==> tightest hold or removal path: cells and delay by family, from the launching register on <==
family	cells	cell delay [ps]
DFF	1	350
AOI/OAI and AO/OA	1	90
and+or+nand+nor	1	60
==> stage by stage <==
step	cell area, sq um	hold WS [ps]
final	17600	527
after global placement	17500	513
after floorplan	16600	486
after detailed placement	17500	515
after global routing	17600	570
after CTS	17600	534
==> metal layers <==
layer  vias up  part of all wire (%)
met5         -                     0
met4         0                   2.3
met3        70                   5.2
met2       540                    44
met1      8170                    48
li1       9069                     -
==> final cells by class <==
type	count	share of cell area, %
multi-input cells	2169	86.2
clock inverters	1	0.170
inverters	104	2.26
clock buffers	3	0.425
repair buffers	64	3.05
flip-flops and latches	26	2.96
well taps	696	4.94
==> worst max path at each step <==
stage,from,endpoint,slack (ps),cells past startpoint
final,x_guess[1],x_guess[5],6750,59
after global routing,x_guess[0],x_guess[2],5430,58
after CTS,x_guess[1],x_guess[7],6900,59
